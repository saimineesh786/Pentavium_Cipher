### /design/flow/config.mk
export PLATFORM = sky130hd
export DESIGN_NAME = cavium_keystream_generation
export DESIGN_NICKNAME = cavium_keystream_generation
export VERILOG_FILES = /design/flow/design.v
export SDC_FILE = /design/flow/constraint.sdc
export NUM_CORES = 4
export LEC_CHECK = 1
export CORE_UTILIZATION = 40
### /design/flow/constraint.sdc
current_design cavium_keystream_generation

set clk_period 70.3
set clk_io_pct 0.2

create_clock -name clk0 -period $clk_period [get_ports {clk}]

set non_clock_inputs [all_inputs -no_clocks]
set_input_delay [expr $clk_period * $clk_io_pct] -clock clk0 $non_clock_inputs
set_output_delay [expr $clk_period * $clk_io_pct] -clock clk0 [all_outputs]
### /design/flow/design.v
module cav_output_rule(out,rule,s_minus_1,s,s_plus_1);
	output reg out ;
	input [2:0] rule ;
	input s_minus_1,s,s_plus_1 ;
	always @ ( rule or s_minus_1 or s or s_plus_1 )
	begin
		case ( rule )
			3'b000 : out <= s_minus_1 ^ s ^ s_plus_1 ^ (s & s_plus_1);
			3'b001 : out <= s_minus_1 ^ s;
			3'b010 : out <= s_minus_1 ^ s_plus_1;
			3'b011 : out <= s_minus_1 ^ (s & s_plus_1);
			3'b100 : out <= s_minus_1 ^ s ^ s_plus_1;
			3'b101 : out <= s_minus_1 ^ s ^ (s & s_plus_1);
			3'b110 : out <= s_minus_1 ^ s_plus_1 ^ (s & s_plus_1);
			3'b111 : out <= s_minus_1;
		endcase
	end
endmodule
module cav_apply_rule_blocks(tmpa,tmpb,tmpc,a,b,c,clk);
	output reg [92:0] tmpa;
	output reg [83:0] tmpb;
	output reg [110:0] tmpc;
	input [92:0] a;
	input [83:0] b;
	input [110:0] c;
	input clk;
	reg [2:0] ca_rule [7:0] ;
	integer i = 0 ;
	reg [2:0] rule = 3'b000 ;
	reg set,prev_clk ;
	reg s_minus_1_a , s_a , s_plus_1_a ;
	reg s_minus_1_b , s_b , s_plus_1_b ;
	reg s_minus_1_c , s_c , s_plus_1_c ;
	wire out1 , out2 , out3 ;
	initial
	begin
		ca_rule[0] <= 3'b000 ;
		ca_rule[1] <= 3'b001 ;
		ca_rule[2] <= 3'b010 ;
		ca_rule[3] <= 3'b011 ;
		ca_rule[4] <= 3'b100 ;
		ca_rule[5] <= 3'b101 ;
		ca_rule[6] <= 3'b110 ;
		ca_rule[7] <= 3'b111 ;
		set = 1 ;
		prev_clk = 0 ;
	end
	cav_output_rule 
	o1 (out1,rule,s_minus_1_a,s_a,s_plus_1_a) ,
	o2 (out2,rule,s_minus_1_b,s_b,s_plus_1_b) ,
	o3 (out3,rule,s_minus_1_c,s_c,s_plus_1_c) ;
	always @ ( posedge clk )
	begin
		if( i <= 111 )
		begin
			if( i == 0 )
			begin
				rule <= ca_rule[ i % 8 ] ;
				s_minus_1_a <= 1'b0 ; s_a <= a[0] ; s_plus_1_a <= a[1] ;
				s_minus_1_b <= 1'b0 ; s_b <= b[0] ; s_plus_1_b <= b[1] ;
				s_minus_1_c <= 1'b0 ; s_c <= c[0] ; s_plus_1_c <= c[1] ;
			end
			if( i > 0 )
			begin
				if ( i <= 93 )
					tmpa[i-1] = out1 ;
				if ( i <= 84 )
					tmpb[i-1] = out2 ;
				if ( i <= 111 ) 
					tmpc[i-1] = out3 ;
				rule <= ca_rule[ i % 8 ] ;
				if ( i < 93 )
				begin
					s_minus_1_a <= a[i-1] ;
					s_a <= a[i] ;
					if( i == 92 )
					begin
						s_plus_1_a <= 1'b0 ;
					end
					else
					begin
						s_plus_1_a <= a[i+1] ;
					end
				end
				if ( i < 84 )
				begin
					s_minus_1_b <= b[i-1] ;
					s_b <= b[i] ;
					if( i == 83 )
					begin
						s_plus_1_b <= 1'b0 ;
					end
					else
					begin
						s_plus_1_b <= b[i+1] ;
					end
				end
				if ( i < 111 )
				begin
					s_minus_1_c <= c[i-1] ;
					s_c <= c[i] ;
					if( i == 110 )
					begin
						s_plus_1_c <= 1'b0 ;
					end
					else
					begin
						s_plus_1_c <= c[i+1] ;
					end
				end
			end
			i = i + 1 ;	
			if( i == 112 )
			begin
				i = 0 ;
			end
		end
	end
endmodule
module cav_key_stream_gen(keystream,iv,a1,b1,c1,clk);
	output reg [99:0] keystream ;
	input [79:0] iv ;
	input [92:0] a1 ;
	input [83:0] b1 ;
	input [110:0] c1 ; 
	wire [92:0] tmpa_init ,tmpa ;
	wire [83:0] tmpb_init ,tmpb ;
	wire [110:0] tmpc_init ,tmpc ;
	reg [92:0] a ;
	reg [83:0] b ;
	reg [110:0] c ;
	reg set = 0 ;
	reg t1 ,t2, t3 ;
	input clk ;
	integer i = 0 , j ;
	cav_apply_rule_blocks apply_init (tmpa_init,tmpb_init,tmpc_init,a1,b1,c1,clk) ;
	cav_apply_rule_blocks apply_iter (tmpa,tmpb,tmpc,a,b,c,clk) ;
	always @ ( posedge clk )
	begin
		i = i + 1 ;
		if( i % 112 == 0)
		begin
		j = i / 112 ;
		if( j == 1 )
		begin
			a[92:0] = a1[92:0] ;
			b[83:0] = b1[83:0] ;
			c[110:0] = c1[110:0] ;
		end
		if( j>0 && j <= 100 )
		begin
			t1 = a[65] ^ a[92] ;	
			t2 = b[68] ^ b[83] ;
			t3 = c[65] ^ c[110] ;
			keystream[j-1] = t1 ^ t2 ^ t3 ;
			t1 = t1 ^ ( a[90] & a[91] ) ^ b[76] ;
			t2 = t2 ^ ( b[81] & b[82] ) ^ c[87] ;
			t3 = t3 ^ ( c[109] & c[110] ) ^ a[68] ;
		end
		if( j == 1 )	
		begin
			a[92:1] = tmpa_init[91:0] ;
			b[83:1] = tmpb_init[82:0] ;
			c[110:1] = tmpc_init[109:0] ;
			a[0] = t3 ;
			b[0] = t1 ;
			c[0] = t2 ;
		end
		else
		begin
			a[92:1] = tmpa[91:0] ;
			b[83:1] = tmpb[82:0] ;
			c[110:1] = tmpc[109:0] ;
			a[0] = t3 ;
			b[0] = t1 ;
			c[0] = t2 ;
		end
		end
	end
endmodule
module cavium_keystream_generation(keystream,iv,clk);
	output [99:0] keystream ;
	input [79:0] iv ;
	input clk ;
	reg [79:0] key ;
	reg [92:0] a ;
	reg [83:0] b ;
	reg [110:0] c ;
	cav_key_stream_gen k1 (keystream,iv,a,b,c,clk) ;
	always @ ( iv )
	begin
		key[79:0] = 80'b10011001001110101010011011110100101100111011000010111110101001100000001101110100 ;
		a[79:0] = key[79:0] ;
		a[92:80] = 0 ;
		b[79:0] = iv[79:0] ;
		b[83:80] = 0 ;
		c[107:0] = 0 ;
		c[110:108] = 3'b111 ;
	end
endmodule
### /design/flow/run.sh
#!/bin/bash
# OpenROAD 26Q1-2900-gdf79404cd8, Yosys 0.63+post, stock flow scripts
make -C /OpenROAD-flow-scripts/flow DESIGN_CONFIG=/design/flow/config.mk WORK_HOME=/design/flow/orfs finish
==> notes.md <==
Reports from this run.

- The flow ran to the end, and the final reports show no timing, DRC or antenna violations.
- STA classifies the critical path endpoint as a flip-flop.
- The utilization after layout is 0.454.
- The signed area change from the synthesized netlist to the final layout reads 12.1%.
- The routed wirelength normalized by instance count reads 25.6 um.
- The type of the most critical hold path reads flip-flop to flip-flop.
- After synthesis the cells add up to 69700 um2.
- The cell with the most instances after synthesis reads sky130_fd_sc_hd__edfxtp_1.
- The signal arrival time at the worst endpoint reads 20.21 ns.
- The commonest cells after synthesis are sky130_fd_sc_hd__edfxtp_1 (1046), sky130_fd_sc_hd__o21ai_0 (758), sky130_fd_sc_hd__nand2_1 (727).
- The stage-log warning count is 50.
- The minimum period implied by the final worst setup slack reads 19.61 ns.
- The wire-length estimate of the detail-placed layout is 149 mm.
- Setup repair after global routing left no endpoint under its margin.
- The number of endpoints with negative hold slack in the final report is 0.
- Total global-route track usage over all layers is 0.267.
- Looking at area per cell type in the netlist, the leader is sky130_fd_sc_hd__edfxtp_1.
- The number of cells in Yosys stat reads 6227.
- The worst hold path cell count is 1.
- The nature of the critical path startpoint reads a flip-flop.
- The achievable frequency reads 51.0 MHz.
- The maximum fanout along the worst path is 66.
- The final layout reports a setup TNS of 0 ns.
- The number of rows created at floorplan reads 152.
- The startpoint identified for the worst register-to-register timing path is k1.i[0]$_DFF_P_.
- The clock latency on the worst-skew pair reads 0.80 ns.
- The beginning of the worst hold path is k1.i[0]$_DFF_P_.
- The critical path class reads flip-flop to flip-flop.
- After its last routability iteration, the placer logged a weighted congestion of 0.966.
- The quantity of I/O buffers inserted on ports reads 180.
- In this run, post-CTS repair resized a total of 0 instances.
- The worst-case vdd ir drop is 0.0207 mV.
- The global-route congestion overflow total reads 0.
- The logic depth of the worst register-to-register path is 51.
- The post-route worst hold slack is 0.470 ns.
- The DRC violation count after routing reads 0.
- Clock tree synthesis selected as its root buffer the cell sky130_fd_sc_hd__clkbuf_16.
- The sequential cell area fraction in the yosys report reads 0.460.
- The clock-pin slew on the worst setup and hold paths is 0.06 ns.
- The instance count of the mapped netlist reads 6227.
- The detailed-route vias per instance reads 6.22.
- The final layout contains routed wiring with a total length of 222 mm.
- The floorplan die height is 420 um.
- The count of vias placed by the detailed router reads 53970.
- In this run the deepest clock path goes through 3 buffers.
- The most frequently used flop master after synthesis reads sky130_fd_sc_hd__edfxtp_1.
- The buffers inserted during post-CTS setup optimization is 0.
- Per the OpenROAD floorplan log, the width of the die is 420 um.
- The number of buffers created by CTS is 116.
- The initial antenna violation count reads 7.
- The detailed router finished its first iteration with 4476 violations.
- The worst max-slew margin expressed relative to the limit reads 0.328.
- The design draws 1.33 mW.
- The number of cells in the finished layout apart from fillers reads 8673.
- The wire length of the first global-routing pass is 334 mm.
- The largest incremental delay on the critical path is 0.88 ns.
- The mean cell area of the mapped netlist reads 11.2 um2.
- The die footprint is 176000 um2.
- The number of library cell types mapped by synthesis reads 121.
- The clock skew reads 0.0854 ns.
- Entering global routing, the biggest net connects 101 pins.
- The flip-flop and latch count after synthesis reads 1078.
- The number of sinks handled by clock tree synthesis is 1078.
- The number of setup violations in the final report reads 0.
- The number of buffers added to fix hold violations after cts reads 0.
- The critical path endpoint has a required time of 70.90 ns.
- According to the I/O placement log, the pin count is 181.
- The synthesis report lists the most area-consuming cells as sky130_fd_sc_hd__edfxtp_1 (45%), sky130_fd_sc_hd__mux4_2 (11%), sky130_fd_sc_hd__mux2_2 (6.2%).
- Counting flops with a built-in enable in the synthesized netlist gives 1046.
- The number of global-route vias before repair is 52688.
- The deepest level of the CTS H-tree is 3.
- The power per unit of standard cell area reads 17.0 nW/um2.
- The area share of the largest cell type after synthesis reads 0.450.
- The remaining antenna violation count after routing reads 0.
- The leakage power summed over all cells is 21.1 nW.
- The number of placed instances, taps included, is 8448.
- During synthesis, Yosys emitted a total of 4 warnings.
- The part of the cycle the worst path needs is 0.279.
- Among the stages of the critical path, the cell type that occurs most often is sky130_fd_sc_hd__nand3_1.
- Per the OpenROAD floorplan log, the area of the core is 172000 um2.
- The chip area from the yosys synthesis statistics is 69700 um2.
- The clock tree from TritonCTS is built.
- The async set-or-reset flop fraction in the synthesized netlist is 0.
- The setup slack on the worst flop-to-flop path is 50.69 ns.
- The measured slew at the worst slew-check pin is 1.01 ns.
- The capture instance of the worst register-to-register path reads k1.keystream[65]$_DFFE_PP_.
- The slowest cell on the critical path reads sky130_fd_sc_hd__a21oi_4.
- The number of max-cap violations reads 0.
- The share of the core area taken by cells at floorplan is 0.405.
- The max-slew violation count is 0.
- The number of iterations in the first detailed-routing pass is 5.
- The capture endpoint of the worst hold path reads k1.i[0]$_DFF_P_.
- The fraction of layout instances using a drive strength above 1 reads 0.204.
## power breakdown
group	total, mW	switching (mW)	internal [mW]	leakage [nW]
combinational	0.0106	0.00398	0.00661	10.7
sequential	0.694	0	0.693	8.50
clock	0.626	0.273	0.353	1.86
total	1.33	0.276	1.05	21.1
## worst max-delay path by stage
| stage | startpoint | end | slack, ns | cells past startpoint |
|---|---|---|---|---|
| after CTS | k1.i[0]$_DFF_P_ | k1.keystream[65]$_DFFE_PP_ | 51.16 | 51 |
| final | k1.i[0]$_DFF_P_ | k1.keystream[65]$_DFFE_PP_ | 50.69 | 51 |
| after global routing | k1.i[0]$_DFF_P_ | k1.keystream[5]$_DFFE_PP_ | 49.13 | 57 |
## cell families after synthesis
| logic type | after synthesis | share of synthesized area |
|---|---|---|
| adders and majority gates | 23 | 0.00402 |
| DFF | 1078 | 0.460 |
| and+or+nand+nor | 1900 | 0.129 |
| xor gates and xnor gates | 321 | 0.0403 |
| buffers and inverters | 559 | 0.0327 |
| muxes | 839 | 0.188 |
| AOI/OAI and AO/OA | 1507 | 0.146 |
## cell usage in the layout (no fill, tap or decap), drive strengths merged, types with 73 or more instances in the layout
master | netlist | layout
a2111oi | 101 | 101
a21oi | 136 | 136
buf | 117 | 191
clkbuf | 338 | 143
clkdlybuf4s50 | 0 | 180
edfxtp | 1046 | 1046
inv | 95 | 99
mux2 | 485 | 485
mux4 | 329 | 329
nand2 | 727 | 727
nand3 | 202 | 202
nor2 | 363 | 363
nor3 | 132 | 132
o21ai | 776 | 776
o31ai | 73 | 73
xnor2 | 231 | 231
xor2 | 90 | 90
## through the flow
| step | setup slack (ns) | cell area [um2] |
|---|---|---|
| after floorplan | 27.37 | 69700 |
| after global placement | 51.36 | 74300 |
| after detailed placement | 51.23 | 74300 |
| after CTS | 51.16 | 78200 |
| after global routing | 49.13 | 78200 |
| final | 50.69 | 78200 |
## routing by layer
layer / wire, um / up-vias / GRT usage / share of wire
met3: 31300 / 398 / 0.146 / 0.14
li1: - / 24323 / - / -
met1: 85900 / 26255 / 0.372 / 0.39
met5: 225 / - / 0.0103 / 0.0010
met4: 6800 / 12 / 0.0628 / 0.031
met2: 98100 / 2982 / 0.380 / 0.44
## flip-flops by register name, indices dropped and copies added (netlist names), 3 cells and up
name / count
k1.a: 93
k1.apply_init.i: 32
k1.apply_init.rule: 3
k1.apply_init.tmpa: 92
k1.apply_init.tmpb: 83
k1.apply_init.tmpc: 110
k1.apply_iter.i: 32
k1.apply_iter.rule: 3
k1.apply_iter.tmpa: 92
k1.apply_iter.tmpb: 83
k1.apply_iter.tmpc: 110
k1.b: 84
k1.c: 111
k1.i: 32
k1.keystream: 100
## critical path: cells and delay by family, from the launching register on
family / cells / cell delay, ns
AOI/OAI and AO/OA: 23 / 8.73
and+or+nand+nor: 18 / 6.35
xor gates and xnor gates: 3 / 1.46
buffers and inverters: 3 / 1.08
adders and majority gates: 2 / 0.78
muxes: 2 / 0.47
DFF: 1 / 0.45
## cell type report
class | instances | area, um2
Antenna cell | 5 | 12.5
Multi-Input combinational cell | 4590 | 35700
Timing Repair Buffer | 371 | 3300
Tap cell | 2310 | 2890
Inverter | 99 | 377
Fill cell | 15504 | 94100
Sequential cell | 1078 | 32100
Clock inverter | 77 | 847
Clock buffer | 143 | 3000
Power is estimated from default activity; no workload was simulated.
