==> design.v <==
module triv_key_stream_gen(keystream,iv,a1,b1,c1,clk);
	output reg [99:0] keystream;
	input [79:0] iv;
	input [92:0] a1 ;
	input [83:0] b1 ;
	input [110:0] c1 ;
	input clk; 
	reg [92:0] a ;
	reg [83:0] b ;
	reg [110:0] c ;
	reg t1,t2,t3;
	integer i=1;
	always @ (posedge clk)
	begin
		if(i <= 100)
		begin
			if(i == 1)
			begin
				a[92:0] = a1[92:0];
				b[83:0] = b1[83:0];
				c[110:0] = c1[110:0];
			end
			t1 = a[65] ^ a[92];
			t2 = b[68] ^ b[83];
			t3 = c[65] ^ c[110];
			keystream[i-1] = t1 ^ t2 ^ t3;
			t1 = t1 ^ (a[90] & a[91]) ^ b[76];
			t2 = t2 ^ (b[81] & b[82]) ^ c[87];
			t3 = t3 ^ (c[109] & c[110]) ^ a[68];
			a[92:1] = a[91:0] ;
			b[83:1] = b[82:0] ;
			c[110:1] = c[109:0] ;
			a[0] = t3 ;
			b[0] = t1 ;
			c[0] = t2 ;
		end
		i = i + 1;
	end
endmodule
module trivium_keystream_generation(keystream,iv,clk);
	output [99:0] keystream ;
	input [79:0] iv ;
	input clk ;
	reg [79:0] key ;
	reg [92:0] a ;
	reg [83:0] b ;
	reg [110:0] c ;
	triv_key_stream_gen k1 (keystream,iv,a,b,c,clk) ;
	always @ ( iv )
	begin
		key[79:0] = 80'b10011001001110101010011011110100101100111011000010111110101001100000001101110100 ;
		a[79:0] = key[79:0] ;
		a[92:80] = 0 ;
		b[79:0] = iv[79:0] ;
		b[83:80] = 0 ;
		c[107:0] = 0 ;
		c[110:108] = 3'b111 ;
	end
endmodule
==> run.sh <==
#!/bin/bash
# OpenROAD 26Q1-2900-gdf79404cd8, Yosys 0.63+post, stock flow scripts
make -C /OpenROAD-flow-scripts/flow DESIGN_CONFIG=/design/flow/config.mk WORK_HOME=/design/flow/orfs finish
==> config.mk <==
export PLATFORM = sky130hd
export DESIGN_NAME = trivium_keystream_generation
export DESIGN_NICKNAME = trivium_keystream_generation
export VERILOG_FILES = /design/flow/design.v
export SDC_FILE = /design/flow/constraint.sdc
export NUM_CORES = 4
export LEC_CHECK = 1
export CORE_UTILIZATION = 40
==> constraint.sdc <==
current_design trivium_keystream_generation

set clk_period 22.1
set clk_io_pct 0.2

create_clock -name clk0 -period $clk_period [get_ports {clk}]

set non_clock_inputs [all_inputs -no_clocks]
set_input_delay [expr $clk_period * $clk_io_pct] -clock clk0 $non_clock_inputs
set_output_delay [expr $clk_period * $clk_io_pct] -clock clk0 [all_outputs]
==> impl_metrics.ini <==
; flow metrics
[detailed_routing]
antenna_left = 0
vias_per_cell = 5.19
drtPass1Iterations = 5
antenna_cells = 0
vias = 13493
drc = 0
wl_per_cell_um = 17.4
drt_iter0_drc = 894
totalWireLength_mm = 45.2

[placed_design]
preCtsSetupSlack_ps = 15300
portBuffers = 180
postPlaceCellArea_um2 = 23200
hpwl_mm = 28.3
routabilityCongestion = 0.886
dp.cells = 2516

[critical_path]
worst_setup_path_start_kind = input pin
critPathMaxStageDelay_ps = 720
reg2reg_from = k1.i[0]$_DFF_P_
slowest_stage = buf_4
cp-startpoint = iv[68]
cp-end-kind = register
worstPathRequired_ps = 22530
path_class = in2reg
critPathMaxFanout = 78
path_cells = clkdlybuf4s50_1 > nor2_1 > a21oi_4 > buf_4 > mux2_1
critPathArrivalTime_ps = 6650

[timing]
max_slew.worst_pin.slew_ps = 782
rsz0062_at_grt = no
slew_violations = 0
finalSetupViolCount = 0
period_used_pct = 28.1
period_needed_ps = 6220
hold_viol = 0
max_freq_mhz = 161
relSlewSlack_pct = 46.5
setup_ws_ps = 15880
finClkSkew_ps = 29.2
tns_ps = 0

[global_route]
grt_start_max_net_pins = 205
gr-usage-all-layers_pct = 18.4
antenna_found_initial = 0
grt_pass1_vias = 13235
grt_pass1_wl_mm = 73.6
globalRouteOverflowTotal = 0

[status]
status = complete, no violations

[logic_synthesis]
ys.flops = 420
syn_area_um2 = 21000
synth-main-ff-cell = edfxtp_1
synth-async-reset-ratio_pct = 0
syn_inst = 1761
edf_count = 388
top_cell_area_share_pct = 55.4
ys_seq_share_pct = 58.5
synthTopCellsByArea = edfxtp_1 55%, nand2_1 6.5%, nor4_2 6.2%, mux2_1 5.4%, and2_1 5.0%
synth_area_per_cell_um2 = 11.9
ys_types = 76
yosysWarnings = 2
ys_cells = 1761
yosysTopAreaCell = edfxtp_1
yosysChipArea_um2 = 21000

[clock_tree]
ctsRootBufferMaster = clkbuf_16
cts_max_path_buffers = 3
post_cts_buffers = 0
cts_buffers = 45
clkSinkCount = 420
post_cts_resized = 0
cts_tree = yes
cts.clk_slew.worst_paths_ps = 60
clock_latency_ps = 590
htree_levels = 2
holdBufCountCts = 0

[power]
power.total_w = 0.00167
p_per_area_nw_per_um2 = 67.3
leakagePower_nw = 7.74
vdd_drop_max_mv = 0.0495

[finish]
register_area_um2 = 12300
syn2layout_area_growth_pct = 18.1
final_common_cell = edfxtp_1
final_area_um2 = 24800
logic_area_um2 = 8090
fill_cells = 4478
final_layout_top_logic_cells = 388 x edfxtp_1, 363 x nand2_1, 180 x clkdlybuf4s50_1
drive_above_1_share_pct = 12.0
fin_cells = 2600

[floorplan]
ioPinCount = 181
fp.coreArea_um2 = 51600
die_y_um = 231
die_width_um = 231
dieArea_um2 = 53500
fp_util_pct = 40.7
rows = 83

[flow_run]
drv_cap = 0
warnings = 34

[worst_hold_path]
hold_path.class = reg2reg
min_from = k1.a[5]$_SDFFCE_PP1P_
[registers in the layout, summed over array words and instances (netlist names)]
| register | count |
|---|---|
| k1.i | 32 |
| k1.c | 111 |
| k1.keystream | 100 |
| k1.b | 84 |
| k1.a | 93 |
[cells by family (layout without fill, tap and decap cells)]
kind of cell    count (synthesis)  after routing  synth area share, %
simple gates                  934            934                 26.0
flops                         420            420                 58.5
buf+inv                       133            292                 3.39
mux                           107            107                 5.69
compound gates                 83             83                 2.93
xor+xnor                       80             80                 3.33
fa+ha+maj                       4              4                0.238
[cell usage after synthesis (6+ instances only)]
library cell and number:
nor3_1 14, nand3_1 62, edfxtp_1 388, mux2_1 101
dfxtp_1 32, o21ai_0 17, nor2_1 66, nor2b_1 8
and2_1 167, o31ai_1 8, mux2i_1 6, or3_1 12
nand2b_1 44, and3_1 12, buf_2 14, xnor2_1 55
nor4_2 104, or4_1 8, clkbuf_1 80, buf_4 12
inv_1 9, and4_1 11, a21oi_1 8, xor2_1 25
nand2_1 363, a31oi_1 7, nor4_1 15, buf_8 10
nand4_1 17
[layer usage]
| layer | vias up | wire [um] | GRT usage, % |
|---|---|---|---|
| met5 | - | 0 | 0 |
| met4 | 0 | 895 | 3.21 |
| met3 | 62 | 3730 | 6.39 |
| met2 | 363 | 19000 | 24.0 |
| met1 | 6502 | 21600 | 31.7 |
| li1 | 6566 | - | - |
[layout make-up]
| type | count | area share (%) |
|---|---|---|
| clock buffers | 54 | 4.80 |
| clock inverters | 30 | 1.58 |
| inverters | 9 | 0.136 |
| multi-input cells | 1208 | 32.6 |
| flip-flops and latches | 420 | 49.5 |
| well taps | 680 | 3.43 |
| repair buffers | 199 | 7.98 |
[worst max-delay path: cells and delay by family]
| family | cells | cell delay (ps) |
|---|---|---|
| simple gates | 1 | 90 |
| compound gates | 1 | 590 |
| mux | 1 | 240 |
| buf+inv | 2 | 1220 |
[power breakdown]
part           switching, W  total [W]  internal, W
clock network      0.000326   0.000798     0.000473
logic            0.00000535  0.0000182    0.0000128
registers                 0   0.000855     0.000855
[through the flow]
stage	hold WS (ps)	utilization, %
2_1_floorplan	477	-
3_3_place_gp	487	45.0
3_5_place_dp	484	45.0
4_1_cts	504	48.1
5_1_grt	512	48.1
6_report	500	48.1
[path summary, 6_finish.rpt]
path	end	slack [ps]	depth (start not counted)
worst max-delay path	k1.keystream[0]$_DFFE_PP_	15880	5
worst min register to register	k1.a[6]$_SDFFCE_PP1P_	500	1
worst min-delay path	k1.a[6]$_SDFFCE_PP1P_	500	1
worst max register to register	k1.keystream[51]$_DFFE_PP_	16080	15
