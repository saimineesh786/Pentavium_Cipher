==> ./design.v <==
module output_rule(out,rule,s_minus_2,s_minus_1,s,s_plus_1,s_plus_2);
	output reg out ;
	input [1:0] rule ;
	input s_minus_2,s_minus_1,s,s_plus_1,s_plus_2 ;
	always @ ( rule or s_minus_2 or s_minus_1 or s or s_plus_1 or s_plus_2 )
	begin
		case ( rule )
			2'b00 : out <= s_minus_2 ^ s_minus_1 ^ s_plus_1 ^ s_plus_2 ;
			2'b01 : out <= s_minus_2 ^ s_minus_1 ^ s ^ s_plus_1 ^ s_plus_2 ;
			2'b10 : out <= s_plus_2 ^ ( s_plus_1 & s ) ^ ( s_plus_1 & s_minus_1 ) ^ s ^ s_minus_2 ^ 1'b1 ;
			2'b11 : out <= s_plus_2 ^ ( s_plus_1 & s_minus_1 ) ^ ( s & s_minus_1 ) ^ s_minus_1 ^ s_minus_2 ;
		endcase
	end
endmodule
module apply_rule_blocks(tmpa,tmpb,tmpc,a,b,c,clk,clk1);
	output reg [92:0] tmpa;
	output reg [83:0] tmpb;
	output reg [110:0] tmpc;
	input [92:0] a;
	input [83:0] b;
	input [110:0] c;
	input clk;
	input clk1;
	reg [1:0] ca_rule [7:0] ;
	integer i = 0 ;
	reg [1:0] rule = 2'b10 ;
	reg set ;
	reg s_minus_2_a , s_minus_1_a , s_a , s_plus_1_a , s_plus_2_a ;
	reg s_minus_2_b , s_minus_1_b , s_b , s_plus_1_b , s_plus_2_b ;
	reg s_minus_2_c , s_minus_1_c , s_c , s_plus_1_c , s_plus_2_c ;
	wire out1 , out2 , out3 ;
	initial
	begin
		ca_rule[0] <= 2'b10 ;
		ca_rule[1] <= 2'b00 ;
		ca_rule[2] <= 2'b01 ;
		ca_rule[3] <= 2'b11 ;
		ca_rule[4] <= 2'b00 ;
		ca_rule[5] <= 2'b10 ;
		ca_rule[6] <= 2'b11 ;
		ca_rule[7] <= 2'b01 ;
		set = 1 ;
	end
	output_rule 
	o1 (out1,rule,s_minus_2_a,s_minus_1_a,s_a,s_plus_1_a,s_plus_2_a) ,
	o2 (out2,rule,s_minus_2_b,s_minus_1_b,s_b,s_plus_1_b,s_plus_2_b) ,
	o3 (out3,rule,s_minus_2_c,s_minus_1_c,s_c,s_plus_1_c,s_plus_2_c) ;
	always @ ( posedge clk1 )
	begin
		if( set == 0 && clk == 1 )
		begin
			set = 1 ;
		end
		if( set && i <= 111 )
		begin
			if( i == 0 )
			begin
				rule <= ca_rule[ i % 8 ] ;
				s_minus_2_a <= 1'b0 ; s_minus_1_a <= 1'b0 ; s_a <= a[0] ; s_plus_1_a <= a[1] ; s_plus_2_a <= a[2] ;
				s_minus_2_b <= 1'b0 ; s_minus_1_b <= 1'b0 ; s_b <= b[0] ; s_plus_1_b <= b[1] ; s_plus_2_b <= b[2] ;
				s_minus_2_c <= 1'b0 ; s_minus_1_c <= 1'b0 ; s_c <= c[0] ; s_plus_1_c <= c[1] ; s_plus_2_c <= c[2] ;
			end
			if( i > 0 )
			begin
				if ( i <= 93 )
					tmpa[i-1] = out1 ;
				if ( i <= 84 )
					tmpb[i-1] = out2 ;
				if ( i <= 111 ) 
					tmpc[i-1] = out3 ;
				rule <= ca_rule[ i % 8 ] ;
				if ( i < 93 )
				begin
					if( i == 1 )	s_minus_2_a <= 1'b0 ;
					else s_minus_2_a <= a[i-2] ;
					s_minus_1_a <= a[i-1] ;
					s_a <= a[i] ;
					if( i == 92 )
					begin
						s_plus_2_a <= 1'b0 ;s_plus_1_a <= 1'b0 ;
					end
					else if( i == 91 )
					begin
						s_plus_2_a <= 1'b0 ;s_plus_1_a <= a[i+1] ;
					end
					else
					begin
						s_plus_2_a <= a[i+2] ;s_plus_1_a <= a[i+1] ;
					end
				end
				if ( i < 84 )
				begin
					if( i == 1 )	s_minus_2_b <= 1'b0 ;
					else s_minus_2_b <= b[i-2] ;
					s_minus_1_b <= b[i-1] ;
					s_b <= b[i] ;
					if( i == 83 )
					begin
						s_plus_2_b <= 1'b0 ;s_plus_1_b <= 1'b0 ;
					end
					else if( i == 82 )
					begin
						s_plus_2_b <= 1'b0 ;s_plus_1_b <= b[i+1] ;
					end
					else
					begin
						s_plus_2_b <= b[i+2] ;s_plus_1_b <= b[i+1] ;
					end
				end
				if ( i < 111 )
				begin
					if( i == 1 )	s_minus_2_c <= 1'b0 ;
					else s_minus_2_c <= c[i-2] ;
					s_minus_1_c <= c[i-1] ;
					s_c <= c[i] ;
						if( i == 110 )
					begin
						s_plus_2_c <= 1'b0 ;s_plus_1_c <= 1'b0 ;
					end
					else if( i == 109 )
					begin
						s_plus_2_c <= 1'b0 ;s_plus_1_c <= c[i+1] ;
					end
					else
					begin
						s_plus_2_c <= c[i+2] ;s_plus_1_c <= c[i+1] ;
					end
				end
			end
			i = i + 1 ;	
			if( i == 112 )
			begin
				i = 0 ;
				set = 0 ;
			end
		end
	end
endmodule
module key_stream_gen(keystream,iv,a1,b1,c1,clk,clk1);
	output reg [99:0] keystream ;
	input [79:0] iv ;
	input [92:0] a1 ;
	input [83:0] b1 ;
	input [110:0] c1 ; 
	wire [92:0] tmpa_init ,tmpa ;
	wire [83:0] tmpb_init ,tmpb ;
	wire [110:0] tmpc_init ,tmpc ;
	reg [92:0] a ;
	reg [83:0] b ;
	reg [110:0] c ;
	reg t1 ,t2, t3 ;
	input clk ,clk1 ;
	integer i = 0 ;
	apply_rule_blocks apply_init (tmpa_init,tmpb_init,tmpc_init,a1,b1,c1,clk,clk1) ;
	apply_rule_blocks apply_iter (tmpa,tmpb,tmpc,a,b,c,clk,clk1) ;
	always @ ( posedge clk )
	begin
		if( i == 0 )
		begin
			a[92:0] = a1[92:0] ;
			b[83:0] = b1[83:0] ;
			c[110:0] = c1[110:0] ;
			i = i + 1 ;
		end
		if( i <= 100 )
		begin
			t1 = a[65] ^ a[92] ;	
			t2 = b[68] ^ b[83] ;
			t3 = c[65] ^ c[110] ;
			keystream[i-1] = t1 ^ t2 ^ t3 ;
			t1 = t1 ^ ( a[90] & a[91] ) ^ b[76] ;
			t2 = t2 ^ ( b[81] & b[82] ) ^ c[87] ;
			t3 = t3 ^ ( c[109] & c[110] ) ^ a[68] ;
		end
		if( i == 1 )	
		begin
			a[92:1] = tmpa_init[91:0] ;
			b[83:1] = tmpb_init[82:0] ;
			c[110:1] = tmpc_init[109:0] ;
			a[0] = t3 ;
			b[0] = t1 ;
			c[0] = t2 ;
		end
		else 
		begin
			a[92:1] = tmpa[91:0] ;
			b[83:1] = tmpb[82:0] ;
			c[110:1] = tmpc[109:0] ;
			a[0] = t3 ;
			b[0] = t1 ;
			c[0] = t2 ;
		end
		i = i + 1 ;
	end
endmodule
module pentavium_keystream_generation(keystream,iv,clk,clk1);
	output [99:0] keystream ;
	input [79:0] iv ;
	input clk,clk1 ;
	reg [79:0] key ;
	reg [92:0] a ;
	reg [83:0] b ;
	reg [110:0] c ;
	key_stream_gen k1 (keystream,iv,a,b,c,clk,clk1) ;
	always @ ( iv )
	begin
		key[79:0] = 80'b10011001001110101010011011110100101100111011000010111110101001100000001101110100 ;
		a[79:0] = key[79:0] ;
		a[92:80] = 0 ;
		b[79:0] = iv[79:0] ;
		b[83:80] = 0 ;
		c[107:0] = 0 ;
		c[110:108] = 3'b111 ;
	end
endmodule
==> ./run.sh <==
#!/bin/bash
# OpenROAD 26Q1-2900-gdf79404cd8, Yosys 0.63+post, stock flow scripts
make -C /OpenROAD-flow-scripts/flow DESIGN_CONFIG=/design/flow/config.mk WORK_HOME=/design/flow/orfs finish
==> ./config.mk <==
export PLATFORM = sky130hd
export DESIGN_NAME = pentavium_keystream_generation
export DESIGN_NICKNAME = pentavium_keystream_generation
export VERILOG_FILES = /design/flow/design.v
export SDC_FILE = /design/flow/constraint.sdc
export NUM_CORES = 4
export LEC_CHECK = 1
export CORE_UTILIZATION = 30
==> ./constraint.sdc <==
current_design pentavium_keystream_generation

set clk_period 52.2
set clk_io_pct 0.2

create_clock -name clk0 -period $clk_period [get_ports {clk}]
create_clock -name clk1 -period $clk_period [get_ports {clk1}]

set non_clock_inputs [all_inputs -no_clocks]
set_input_delay [expr $clk_period * $clk_io_pct] -clock clk0 $non_clock_inputs
set_output_delay [expr $clk_period * $clk_io_pct] -clock clk0 [all_outputs]
==> impl_metrics.yaml <==
# yosys + openroad results
final_layout:
  post_layout_nonfiller_instances: 10000
  final_core_utilization_pct: 36.1
  combGateArea_um2: 36900
  layout-drive-gt1-share_pct: 19.5
  synth_to_layout_area_growth_pct: 19.1
  filler_cell_count: 21600
  storage_cell_area_um2: 29500
logic_synthesis:
  synth-seq-cells: 1090
  flop_cell: "edfxtp_1"
  number_of_instances_in_the_synthesized_netlist: 6682
  mappedNetlistArea_um2: 68400
  most_frequently_used_cell_type_in_the_post_synthesis_netlist: "nand2_1"
  synth-warning-count: 4
  largest_area_cell: "edfxtp_1"
  ys_async_sr_fraction_pct: 0
  syn_area_per_cell_um2: 10.2
  synth.area.top_cells: "edfxtp_1 34%, mux4_2 14%, dfxtp_1 9.3%"
  netlist_top_cells_count: "1,469 x nand2_1, 771 x edfxtp_1, 465 x o21ai_0"
  ys_types: 102
  top_cell_area_share_pct: 33.8
  synth-edff-count: 771
  ys_cells: 6682
  synth.yosys.seq_area_share_pct: 43.2
  yosys.stat.chipArea_um2: 68400
clocking:
  ctsHoldBuffers: 0
  post_cts.resized_instances: 0
  tritoncts: "built"
  cts.reportedPaths.clkPinSlew_ps: 70
  cts.repair_timing.setup_buffer_count: 0
pwr:
  p_sw_share_pct: 32.9
  relative_contribution_of_the_clock_network_to_total_power_pct: 55.4
  cellPowerDensity_nw_per_um2: 41.6
  combinationalPowerShare_pct: 5.8
  power.sequential.fraction_pct: 38.9
  power.leakage_nw: 25.4
  irDropWorstVdd_uv: 45.3
  total_switching_power_mw: 1.12
  int_pwr_mw: 2.27
floorplanning:
  die_w_um: 480
  area_enclosed_by_the_die_boundary_um2: 230000
  placement_rows: 174
  io_pins: 182
  die.size.y_um: 480
  core_region_area_um2: 226000
  fp_util_pct: 30.3
status:
  outcome: "complete, but fails checks"
  failed_checks: "max-capacitance violations"
detailed_routing:
  remaining_drc_errors: 0
  wl_um: 266000
  drt_pre_antenna_iters: 6
  drt-initial-drc-count: 5329
  drt.antenna.violating_nets: 0
  dr_total_vias: 58700
  wire_per_inst_um: 26.6
  post_drt_via_cell_ratio: 5.87
global_routing:
  overflow: 0
  grt_first_pass_wirelength_um: 387000
  groute.usage.overall_pct: 24.1
  maximum_number_of_pins_on_one_net_before_global_route_repair: 111
  grt_antenna_before_repair: 11
  first_global_vias: 59000
critical_path:
  worstPathMaxFanout: 16
  timing_worst_setup_path_type: "clock port to flop"
  timing.critical_path.slowest_cell_delay_ps: 810
  list_of_cells_traversed_by_the_critical_path: "clkbuf_16 > clkbuf_16 > clkbuf_16 > clkbuf_16 > clkbuf_16 > clkbuf_16 > clkbuf_16 > clkbuf_16 > o21ai_0 > clkbuf_16 > clkbuf_16 > nor3_1 > clkbuf_16 > clkbuf_16 > o21a_1 > clkbuf_16 > clkbuf_16"
  cp_launch_type: "clock port"
  crit_required_ps: 52660
  worst_ep_arrival_time_ps: 29690
  crit_slowest_cell: "o21ai_0"
  path_common_cell: "clkbuf_16"
  cp-end-kind: "flop"
timing:
  finalSetupViolCount: 0
  timing.setup.tns_ps: 0
  report.final.hold_viol_count: 0
  finClkSkew_ps: 60.4
  slew_violations: 0
  worst_slew_pin_slew_ps: 1490
  grt_setup_unrepaired: "false"
  timing.final.ws_setup_ps: 22970
  maxSlewHeadroom_pct: 0.116
place:
  place.detailed.instances: 9514
  final_replace_weighted_congestion: 1.02
  post-dp-hpwl_um: 168000
  portBuffers: 180
  post-place-ws_ps: 22240
min_path:
  hold_path.class: "flop to flop"
run:
  maxCapViolations: 1
  tool_warnings: 61
[power groups by stage]
stage	logic (mW)	registers, mW	clock network [mW]
after CTS	0.190	1.32	1.93
final	0.195	1.32	1.88
after global routing	0.204	1.34	1.96
[kinds of logic (layout without fill, tap and decap cells)]
| kind of cell | Yosys count | after routing | synth area share (%) |
|---|---|---|---|
| AND/OR/NAND/NOR | 2824 | 2824 | 19.0 |
| flip-flops | 1090 | 1090 | 43.2 |
| AND-OR/OR-AND | 1038 | 1038 | 9.83 |
| multiplexers | 833 | 833 | 20.4 |
| buffers and inverters | 577 | 897 | 3.35 |
| XOR/XNOR | 291 | 291 | 3.73 |
| adder cells (fa/ha/maj) | 29 | 29 | 0.530 |
| other | 0 | 11 | 0 |
[final cells by class]
type	count	share of cell area, %
multi-input combinational	5015	45.2
inverter	53	0.247
clock inverter	212	2.35
clock buffer	270	7.33
antenna	11	0.0338
tap	2992	4.59
sequential	1090	36.2
timing repair buffer	362	3.96
[metrics by stage]
stage,hold slack [ps],cell area (um2),power (mW)
after floorplan,149,68400,1.57
after detailed placement,149,73600,1.68
after global placement,149,73600,1.67
after global routing,389,81500,3.50
final,343,81500,3.39
after CTS,357,81500,3.44
[registers in the layout (all words and copies together), names as in the netlist, 84 cells and up]
name / cells
k1.a: 93
k1.apply_init.tmpa: 92
k1.apply_init.tmpc: 110
k1.keystream: 100
k1.c: 111
k1.apply_iter.tmpa: 92
k1.apply_iter.tmpc: 110
k1.b: 84
[path summary, 6_finish.rpt]
| check | startpoint | end | slack, ps | cells after the start |
|---|---|---|---|---|
| setup / recovery | clk | k1.apply_iter.tmpa[27]$_DFFE_PP_ | 22970 | 17 |
| hold / removal | k1.apply_iter.tmpb[30]$_DFFE_PP_ | k1.b[31]$_DFF_P_ | 340 | 2 |
| setup reg to reg | k1.i[0]$_DFF_P_ | k1.keystream[28]$_DFFE_PP_ | 43100 | 23 |
| hold reg to reg | k1.apply_iter.tmpb[30]$_DFFE_PP_ | k1.b[31]$_DFF_P_ | 340 | 2 |
| max in group clk0 | k1.keystream[13]$_DFFE_PP_ | keystream[13] | 40020 | 1 |
| min in group clk1 | clk | k1.apply_init.set$_DFF_P_ | 460 | 10 |
[critical path: cells and delay by family]
kind	cells	cell delay, ps
simple gates	1	60
buf+inv	14	2540
compound gates	2	950
[placed cells by master (no fill, tap or decap), types with 194 or more instances in the layout]
cell type / Yosys / final
nand2_1: 1469 / 1467
edfxtp_1: 771 / 771
o21ai_0: 465 / 465
mux4_2: 418 / 418
nor2_1: 417 / 408
dfxtp_1: 319 / 319
mux2_2: 309 / 309
nand3_1: 250 / 248
clkbuf_16: 0 / 228
xnor2_1: 201 / 194
[routing by layer]
layer	GRT usage [%]	vias up	part of all wire (%)
li1	-	25400	-
met1	28.3	28400	35
met2	31.6	3911	42
met3	17.1	1007	16
met4	14.5	26	6.7
met5	2.49	-	0.35
Power figures rest on the tool's default switching activity, not on a simulated workload.
